===== ./config.mk =====
export PLATFORM = sky130hd
export DESIGN_NAME = accumulator
export DESIGN_NICKNAME = accumulator
export VERILOG_FILES = /design/flow/design.v
export SDC_FILE = /design/flow/constraint.sdc
export NUM_CORES = 4
export LEC_CHECK = 1
export CORE_AREA = 10 10 84 84
export DIE_AREA = 0 0 94 94

===== ./run.sh =====
#!/bin/bash
# OpenROAD 26Q1-2900-gdf79404cd8, Yosys 0.63+post, stock flow scripts
make -C /OpenROAD-flow-scripts/flow DESIGN_CONFIG=/design/flow/config.mk WORK_HOME=/design/flow/orfs finish

===== ./constraint.sdc =====
current_design accumulator

set clk_period 5.0
set clk_io_pct 0.2

create_clock -name clk0 -period $clk_period [get_ports {clk}]

set non_clock_inputs [all_inputs -no_clocks]
set_input_delay [expr $clk_period * $clk_io_pct] -clock clk0 $non_clock_inputs
set_output_delay [expr $clk_period * $clk_io_pct] -clock clk0 [all_outputs]

===== ./design.v =====
module accumulator(x,y,clr,clk,ld);
  input[7:0] x;
  output reg[9:0] y;
  input clr,clk,ld;
  always@(posedge clk )
    begin
       if(clr)y<=10'b00000000;
       else if(ld) y<=y+x;
    end    
endmodule
module MAC(w,x,o,clk,load,clear);
  input[3:0]w,x;
  input clk;
  input clear;
  input load;
  wire[7:0] mulw;
  output [9:0] o;
  accumulator A(mulw,o,clear,clk,load);
  multiplier M(w,x,mulw);  
endmodule  

==> flow_summary.json <==
{
  "grt-ovfl-total": 0,
  "grt_max_degree": 19,
  "ys_seq_share_pct": 27.5,
  "clock_skew_ps": 3.39,
  "final-hold-violation-count": 0,
  "core_um2": 5200,
  "synth_flops": 10,
  "wl_per_cell_um": 10.6,
  "dr.pass1.iters": 4,
  "insertedDiodeCount": 0,
  "pwr-share-comb_pct": 35.4,
  "worst_slack_ps": 2110,
  "syn2layout_area_growth_pct": 43.5,
  "max_slew_margin_pct": 56.1,
  "grt_first_pass_wirelength_um": 3040,
  "largest-register": "y",
  "tightest_slew_ps": 656,
  "drive_gt1_share_pct": 6.73,
  "p_per_area_nw_per_um2": 271,
  "cts.clk_slew.worst_paths_ps": 50,
  "setup_viol": 0,
  "synth_area_um2": 727,
  "largest_reg_flops": 10,
  "lay_top_cells": "clkdlybuf4s50_1, nor2_1, dfxtp_1",
  "clockBufferDepth": 2,
  "utilization_pct": 20.0,
  "yosysCellCount": 84,
  "yosysUniqueCellTypes": 35,
  "grt_usage_pct": 4.22,
  "maxCapViolCount": 0,
  "drtAntennaViolNets": 0,
  "max_freq_mhz": 347,
  "endpoint_kind": "flop",
  "regToRegSetupSlack_ps": 2970,
  "p_int_mw": 0.200,
  "clkLatencyLatePin_ps": 240,
  "htree_levels": 1,
  "fp_util_pct": 14.0,
  "fin_tns_setup_ps": 0,
  "synth_cells": 84,
  "cts_hold_buf": 0,
  "finalCriticalPeriod_ps": 2890,
  "rsz0062_at_grt": "no",
  "criticalPathCategory": "primary input to flop",
  "required_ps": 5120,
  "top_regs": "y x10",
  "arrival_ps": 3000,
  "clockRootBuffer": "clkbuf_8",
  "first_global_vias": 616,
  "die_height_um": 94,
  "period_used_pct": 57.7,
  "fin_cells": 174,
  "cts_buffers": 3,
  "die_x_um": 94,
  "vias": 633,
  "clkPwrFrac_pct": 29.9,
  "avgSynthCellArea_um2": 8.65,
  "drc": 0,
  "final_area_um2": 1040,
  "swShare_pct": 29.3,
  "finalHoldWorstSlack_ps": 506,
  "dieArea_um2": 8840,
  "io_pins": 21,
  "ctsResizeCount": 0,
  "final-max-slew-violation-count": 0,
  "cp_max_fo": 3,
  "final_common_cell": "clkdlybuf4s50_1",
  "placed_area_um2": 1000,
  "cts_num_sinks": 10,
  "startpoint_type": "primary input",
  "warnings": 25,
  "reg2reg_depth": 8,
  "synth_warnings": 1,
  "io_buffer_count": 20,
  "p_seq_share_pct": 34.6,
  "place_ws_ps": 1860,
  "wl_um": 1840,
  "place.gp.congestion": 0.733,
  "min_path_cells": 2,
  "avgViaCountPerCell": 3.64,
  "switchingPower_mw": 0.0829,
  "dp_hpwl_um": 1450,
  "drt_iter0_drc": 33,
  "rows": 26,
  "placedCellCount": 171,
  "status": "complete, no violations",
  "post-cts-setup-buffers": 0,
  "total_power_mw": 0.282,
  "cts_tree": "done",
  "ir_worst_vdd_mv": 0.164,
  "antenna_found_initial": 0,
  "hp-class": "flop to flop",
  "yosysChipArea_um2": 727,
  "leakagePower_nw": 0.394
}
-- worst paths after layout --
| kind | from | to |
|---|---|---|
| hold / removal | y[5]$_SDFFE_PP0P_ | y[5]$_SDFFE_PP0P_ |
| setup reg to reg | y[0]$_SDFFE_PP0P_ | y[8]$_SDFFE_PP0P_ |
| hold reg to reg | y[5]$_SDFFE_PP0P_ | y[5]$_SDFFE_PP0P_ |
| setup / recovery | x[0] | y[8]$_SDFFE_PP0P_ |
-- Yosys cell counts --
master	number	area [um^2]
inv_1	5	18.8
a31oi_1	1	6.26
or4_1	1	7.51
xor2_1	1	8.76
o311ai_1	1	8.76
ha_1	8	100
nand2_1	3	11.3
clkbuf_1	2	7.51
o21ai_2	1	8.76
xnor2_1	2	17.5
o31ai_1	1	7.51
a21oi_2	1	8.76
o22ai_1	1	6.26
o21a_2	1	8.76
mux2i_1	4	40.0
dfxtp_1	10	200
nor2b_1	4	25.0
a211oi_1	1	7.51
clkbuf_2	1	5.00
a21o_1	1	7.51
nand4_1	1	6.26
mux2_1	2	22.5
nor3b_1	1	7.51
o31a_1	2	17.5
o21ai_0	4	20.0
a21oi_1	3	15.0
o21a_1	2	15.0
nor3_1	1	5.00
o211ai_1	1	7.51
fa_1	1	20.0
nand2b_1	3	18.8
o311ai_0	1	8.76
nand3_1	1	5.00
nor2_1	10	37.5
or3b_2	1	8.76
-- routing by layer --
layer  vias to the layer above  global-route usage [%]  wire length [um]
li1                        343                       -                 -
met1                       272                    6.05               973
met2                        16                    6.11               750
met3                         2                    1.53               103
met4                         0                   0.380                14
met5                         -                       0                 0
-- power groups by stage --
stage     Sequential (mW)  Combinational [mW]  Clock [mW]
4_1_cts            0.0981               0.102      0.0881
5_1_grt            0.0992               0.115      0.0909
6_report           0.0979               0.100      0.0845
-- worst max-delay path: stages --
cell and delay [ps]:
clkdlybuf4s50_1 460, ha_1 150, inv_1 50, fa_1 400
nor2b_1 150, o31a_1 180, o21ai_2 80, a31oi_1 190
mux2_1 330
-- cell type report --
type | count | area, um^2
Multi-Input combinational cell | 66 | 495
Fill cell | 598 | 4160
Clock buffer | 3 | 41.3
Tap cell | 70 | 87.6
Timing Repair Buffer | 20 | 200
Sequential cell | 10 | 200
Inverter | 5 | 18.8
-- kinds of logic (layout without fill, tap and decap cells) --
kind of cell,Yosys count,in the layout,synth area share [%]
AND/OR/NAND/NOR,26,26,18.2
AND-OR/OR-AND,22,22,21.2
flip-flops,10,10,27.5
adder cells (fa/ha/maj),9,9,16.5
buffers and inverters,8,28,4.30
multiplexers,6,6,8.61
XOR/XNOR,3,3,3.62
Power is estimated from default activity; no workload was simulated.
